===== ./design.v =====
module Alu(
    input wire [31:0] A,
    input wire [31:0] B,
    input wire [1:0] OP,
    output reg [31:0] Res
);
always @(*) begin
    case(OP)
        2'b00: Res = A + B; 
        2'b01: Res = A - B; 
        2'b10: Res = (A < B) ? 32'd1 : 32'd0; 
        default: Res = 32'd0;
    endcase
end
endmodule

===== ./run.sh =====
#!/bin/bash
# OpenROAD 26Q1-2900-gdf79404cd8, Yosys 0.63+post, stock flow scripts
make -C /OpenROAD-flow-scripts/flow DESIGN_CONFIG=/design/flow/config.mk WORK_HOME=/design/flow/orfs finish

===== ./config.mk =====
export PLATFORM = sky130hd
export DESIGN_NAME = Alu
export DESIGN_NICKNAME = Alu
export VERILOG_FILES = /design/flow/design.v
export SDC_FILE = /design/flow/constraint.sdc
export NUM_CORES = 4
export LEC_CHECK = 1
export CORE_UTILIZATION = 30

===== ./constraint.sdc =====
current_design Alu

set clk_period 21.6
set clk_io_pct 0.2

create_clock -name clk0 -period $clk_period

set non_clock_inputs [all_inputs -no_clocks]
set_input_delay [expr $clk_period * $clk_io_pct] -clock clk0 $non_clock_inputs
set_output_delay [expr $clk_period * $clk_io_pct] -clock clk0 [all_outputs]

==> ci_impl_report.md <==
### Yosys + OpenROAD results

| Metric | Value |
|---|---|
| Result of the run | complete, no violations |
| Hold Crit Endpoint | Res[0] |
| Vias/cell | 5.55 |
| PwrDens | 28.4 mW/mm2 |
| Cells in synth_stat.txt | 568 |
| Area of the core | 0.0120 mm2 |
| Vias in the first global route | 3968 |
| Largest net degree at the start of global routing | 51 |
| Routed wire length | 12.1 mm |
| Synth area leader | ha_1 |
| Peak Freq | 80.8 MHz |
| Worst hold start | A[0] |
| Pre-Repair DR Iteration Count | 5 |
| Yosys chip area | 0.00371 mm2 |
| Most frequent cells after synthesis | nor2_1 (92), ha_1 (63), a21oi_1 (62) |
| Setup Viol. Count Final | 0 |
| Routability congestion estimate from global placement | 0.919 |
| Top-area cell share | 21.2% |
| Critical-path cell list | clkdlybuf4s50_1, inv_1, ha_1, nor2b_1, a2111oi_1, nand2_1, o211ai_1, a31oi_1, and3_1, nor4b_2, nor3_1, nor3_1, clkdlybuf4s50_1 |
| Crit path capture type | output pin |
| WP data required | 17280 ps |
| Post-route minimum period | 12370 ps |
| Unrepaired setup endpoints after global routing | no |
| Syn Area/Cell | 6.53 um2 |
| Library cells used by synthesis | 73 |
| Fin. Hold Viols | 0 |
| Worst-case vdd ir drop | 0.0000101 V |
| Crit start category | input port |
| Antenna Nets Post-Route | 0 |
| Initial detailed-routing violation count | 274 |
| Max-slew violations | 0 |
| Inserted Diodes | 0 |
| Flop count | 0 |
| Gr ovfl total | 0 |
| Cell area leaders | ha_1 (21%), nor2_1 (9.3%), a21oi_1 (8.4%) |
| Measured slew at the worst slew-check pin | 800 ps |
| Wire per inst | 15.4 um |
| # rows | 40 |
| Count leader, synth | nor2_1 |
| Crit Path Class | input port to output pin |
| Setup TNS Final | 0 ps |
| Netlist Area Pre-Place | 0.00371 mm2 |
| Clkbuf count | 0 |
| Data arrival time of the worst path | 8050 ps |
| Die Outline Area | 0.0128 mm2 |
| Share of layout cells above drive strength 1 | 3.12% |
| Port Buf Inserts | 98 |
| I/O pin total | 98 |
| Pre-Place Util | 30.9% |
| Post-synthesis sequential area ratio | 0% |
| Die width | 113 um |
| Max_slew headroom | 46.6% |
| Leakage | 2.06 nW |
| Die Ht | 113 um |
| Post-CTS sizing | 0 |
| Seq. cell area | 0 um2 |
| Final worst path period share | 57.3% |
| Synth Instances | 568 |
| Placed wire-length estimate | 9.83 mm |
| DRC viols | 0 |
| Post CTS Setup Buffer Count | 0 |
| Max stage delay on crit path | 530 ps |
| CP max-delay cell | clkdlybuf4s50_1 |
| Count of tool warnings | 63 |
| Area grow syn2layout | 28.5% |
| Worst-path maximum fanout | 9 |
| Hold-critical path depth | 5 |
| Hold WC Path Type | input port to output pin |
| First-pass GRT wire length | 19.6 mm |
| Via Count | 4376 |
| # hold bufs at CTS | 0 |
| GRT Util Overall | 18.7% |
| Antenna violations before repair | 0 |
| Number of max-cap violations | 0 |
| Ys Warns | 1 |
| Hold WS | 9720 ps |
==> layout by cell type, fill, tap and decap left out, types with 4 or more instances in the layout <==
master,n
nand4_1,6
o311ai_0,4
a31oi_1,8
nand2_1,22
o21a_1,8
o21ai_0,29
nor3_1,11
nand3_1,8
ha_1,63
a21o_1,11
nor4_1,7
xnor2_1,23
a211oi_1,9
o31ai_1,6
inv_1,61
nor2b_1,6
clkdlybuf4s50_1,98
o31a_1,4
o21bai_1,10
o211ai_1,8
nor2_1,92
a211o_1,5
a21oi_1,62
==> stage by stage <==
stage | util [%] | total power [mW] | area [um2] | setup slack, ps | std cells
floorplan | - | 0.0832 | 3710 | 10760 | 568
global placement | 39.7 | 0.135 | 4770 | 9240 | 788
detailed placement | 39.7 | 0.134 | 4770 | 9240 | 788
CTS | 39.7 | 0.135 | 4770 | 9220 | 788
global route | 39.7 | 0.149 | 4770 | 8940 | 788
finish | 39.7 | 0.136 | 4770 | 9230 | 788
==> power breakdown <==
part	switching (mW)	internal, mW	total, mW
Clock	0	0	0
Sequential	0	0	0
Combinational	0.0702	0.0654	0.136
==> worst max-delay path: cells and delay by family <==
family | cells | cell delay [ps]
simple gates | 6 | 1250
compound gates | 3 | 950
fa+ha+maj | 1 | 460
buf+inv | 3 | 1050
==> layer usage <==
metal	global-route usage, %	share of wire [%]	up-vias
met4	2.28	1.2	0
met1	28.1	50	2001
met3	0.764	4.5	8
met2	30.3	45	156
met5	0	0	-
li1	-	-	2211
==> layout make-up <==
class / count / area (um2)
multi-input combinational: 479 / 3360
timing repair buffer: 100 / 996
tap: 147 / 184
inverter: 62 / 233
fill: 1261 / 7240
==> how the worst max path moves through the flow <==
stage | start | endpoint | slack [ps] | depth (start not counted)
CTS | B[7] | Res[30] | 9220 | 13
global route | B[9] | Res[30] | 8940 | 13
finish | B[7] | Res[30] | 9230 | 13
==> cell families (layout without fill, tap and decap cells) <==
group	count (synthesis)	after routing	share of synthesized area (%)
compound gates	203	203	37.0
xor+xnor	23	23	5.43
fa+ha+maj	65	65	22.3
buf+inv	89	162	9.57
mux	9	9	2.73
simple gates	179	179	23.0
Power is estimated from default activity; no workload was simulated.
